### /design/flow/run.sh
#!/bin/bash
# OpenROAD 26Q1-2900-gdf79404cd8, Yosys 0.63+post, stock flow scripts
make -C /OpenROAD-flow-scripts/flow DESIGN_CONFIG=/design/flow/config.mk WORK_HOME=/design/flow/orfs finish
### /design/flow/config.mk
export PLATFORM = sky130hd
export DESIGN_NAME = I2C_slave
export DESIGN_NICKNAME = I2C_slave
export VERILOG_FILES = /design/flow/design.v
export SDC_FILE = /design/flow/constraint.sdc
export NUM_CORES = 4
export LEC_CHECK = 1
export CORE_UTILIZATION = 30
### /design/flow/constraint.sdc
current_design I2C_slave

set clk_period 4.5
set clk_io_pct 0.2

create_clock -name clk0 -period $clk_period [get_ports {clock}]

set non_clock_inputs [all_inputs -no_clocks]
set_input_delay [expr $clk_period * $clk_io_pct] -clock clk0 $non_clock_inputs
set_output_delay [expr $clk_period * $clk_io_pct] -clock clk0 [all_outputs]
### /design/flow/design.v
`default_nettype none
module I2C_slave (
    input logic clock, reset, 
    input  logic SDA_in, 
    output logic SDA_out,
    input  logic SCL,  
    output logic wr_up,
    input  logic [7:0] data_in, 
    output logic [7:0] data_out,
    output logic writeOK, wr_down
    ,input  logic data_incoming
);
    parameter I2C_ADDRESS = 7'h49;
    enum logic {SCL0, SCL1} scl_state, scl_nextstate;
    logic scl_rise, scl_fall, scl_high, scl_low;
    enum logic {SDA0, SDA1} sda_state, sda_nextstate;
    logic sda_rise, sda_fall, sda_high, sda_low;
    enum logic {WAIT_START, SDAFALL} start_state, start_nextstate;
    logic i2c_start;
    enum logic {WAIT_STOP, SCLRISE} stop_state, stop_nextstate;
    logic i2c_stop;
    always_comb begin : SCLstate
        scl_rise = 1'b0;
        scl_fall = 1'b0;
        scl_high = 1'b0;
        scl_low  = 1'b0;
        case (scl_state)
            SCL0: begin
                if (SCL) begin
                    scl_rise = 1'b1;
                    scl_high = 1'b1;
                    scl_nextstate = SCL1;
                end
                else begin
                    scl_low = 1'b1;
                    scl_nextstate = SCL0;
                end
            end
            SCL1: begin
                if (~SCL) begin
                    scl_fall = 1'b1;
                    scl_low = 1'b1;
                    scl_nextstate = SCL0;
                end
                else begin
                    scl_high = 1'b1;
                    scl_nextstate = SCL1;
                end
            end
            default: scl_nextstate = SCL0;
        endcase
    end
    always_comb begin : SDAstate
        sda_rise = 1'b0;
        sda_fall = 1'b0;
        sda_high = 1'b0;
        sda_low  = 1'b0;
        case (sda_state)
            SDA0: begin
                if (SDA_in) begin
                    sda_rise = 1'b1;
                    sda_high = 1'b1;
                    sda_nextstate = SDA1;
                end
                else begin
                    sda_low = 1'b1;
                    sda_nextstate = SDA0;
                end
            end
            SDA1: begin
                if (~SDA_in) begin
                    sda_fall = 1'b1;
                    sda_low = 1'b1;
                    sda_nextstate = SDA0;
                end
                else begin
                    sda_high = 1'b1;
                    sda_nextstate = SDA1;
                end
            end
            default: sda_nextstate = SDA0;
        endcase
    end
    always_comb begin : STARTstate
        i2c_start = 1'b0;
        case (start_state)
            WAIT_START: begin
                if (sda_fall && scl_high) begin
                    start_nextstate = SDAFALL;
                end
                else begin
                    start_nextstate = WAIT_START;
                end
            end
            SDAFALL: begin
                if (scl_fall && sda_low) begin
                    i2c_start = 1'b1;
                    start_nextstate = WAIT_START;
                end
                else if (scl_fall && sda_high) begin
                    start_nextstate = WAIT_START;
                end
                else begin
                    start_nextstate = SDAFALL;
                end
            end
            default: start_nextstate = WAIT_START;
        endcase
    end
    always_comb begin : STOPstate
        i2c_stop = 1'b0;
        case (stop_state)
            WAIT_STOP: begin
                if (scl_rise && sda_low) begin
                    stop_nextstate = SCLRISE;
                end
                else begin
                    stop_nextstate = WAIT_STOP;
                end
            end
            SCLRISE: begin
                if (sda_rise & scl_high) begin
                    i2c_stop = 1'b1;
                    stop_nextstate = WAIT_STOP;
                end
                else if (scl_fall) begin
                    stop_nextstate = WAIT_STOP;
                end
                else begin
                    stop_nextstate = SCLRISE;
                end
            end
            default: stop_nextstate = WAIT_STOP;
        endcase
    end
    always_ff @(posedge clock, negedge reset) begin
        if (~reset) begin
            scl_state <= SCL1;  
            sda_state <= SDA1;  
            start_state <= WAIT_START;
            stop_state <= WAIT_STOP;
        end
        else begin
            scl_state <= scl_nextstate;  
            sda_state <= sda_nextstate;  
            start_state <= start_nextstate;
            stop_state <= stop_nextstate;
        end
    end
    logic sipo_load, sipo_full, sipo_clear;
    logic [7:0] sipo_out;
    SIPO the_sipo (.clock, .reset, .data_in(SDA_in), .clear(sipo_clear), 
                   .load(sipo_load), .out(sipo_out), .full(sipo_full));
    logic store;
    logic [7:0] register_out;
    Register the_reg (.clock, .reset, .in(sipo_out), .out(register_out), 
                      .enable(store));
    logic piso_load, piso_spit, piso_empty;
    logic piso_out;
    PISO the_piso (.clock, .reset, .data_in(data_in), .spit(piso_spit), 
                   .load(piso_load), .out(piso_out), .empty(piso_empty));
    logic is_correct_address;
    assign is_correct_address = sipo_out[7:1] == I2C_ADDRESS;
    logic r1w0;
    assign r1w0 = sipo_out[0];
    logic ack;
    assign SDA_out = ack ? 1'b0 : piso_out;
    assign writeOK = ~wr_down & piso_empty;
    assign piso_load = ~wr_down & data_incoming & piso_empty;
    assign data_out = register_out;
    enum logic [3:0] {IDLE, ADDR_RD, WAIT_END, 
                      READ, READ_ACK, READ_PRELD, READ_LOAD, 
                      WRITE, WRITE_ACK, WRITE_PRELD, WRITE_SEND, WRITE_RELEASE} 
                      state, nextstate;
    always_comb begin : main_FSM
        sipo_clear = 1'b0;
        sipo_load = 1'b0;
        ack = 1'b0;
        store = 1'b0;
        wr_down = 1'b0;
        piso_spit = 1'b0;
        wr_up = 1'b0;
        unique case (state)
            IDLE: begin
                if (i2c_start) begin
                    sipo_clear = 1'b1;
                    nextstate = ADDR_RD;
                end
                else begin
                    nextstate = IDLE;
                end
            end
            ADDR_RD: begin
                if (scl_rise && ~sipo_full) begin
                    sipo_load = 1'b1;
                    nextstate = ADDR_RD;
                end
                else if (sipo_full && ~is_correct_address) begin 
                    nextstate = WAIT_END;
                end
                else if (sipo_full && is_correct_address && ~r1w0) begin
                    nextstate = READ;
                end
                else if (sipo_full && is_correct_address && r1w0) begin
                    nextstate = WRITE;
                end
                else begin
                    nextstate = ADDR_RD;
                end
            end
            WAIT_END: begin 
                if (i2c_stop)
                    nextstate = IDLE;
                else
                    nextstate = WAIT_END;
            end
            READ: begin
                if (scl_fall) begin
                    ack = 1'b1;
                    nextstate = READ_ACK;
                end else begin
                    nextstate = READ;
                end
            end
            READ_ACK: begin
                wr_down = 1'b1;
                if (scl_fall) begin
                    sipo_clear = 1'b1;
                    nextstate = READ_PRELD;
                end else begin
                    ack = 1'b1;
                    nextstate = READ_ACK;
                end
            end
            READ_PRELD: begin
                wr_down = 1'b1;
                if (scl_rise) begin
                    sipo_load = 1'b1;
                    nextstate = READ_LOAD;
                end else begin
                    nextstate = READ_PRELD;
                end
            end
            READ_LOAD: begin
                wr_down = 1'b1;
                if (scl_rise && ~sipo_full) begin
                    sipo_load = 1'b1;
                    nextstate = READ_LOAD;
                end
                else if (scl_fall && sipo_full) begin
                    ack = 1'b1;
                    store = 1'b1;
                    nextstate = READ_ACK; 
                end
                else if (sda_rise && scl_high) begin
                    nextstate = IDLE;
                end
                else begin
                    nextstate = READ_LOAD;
                end
            end
            WRITE: begin
                if (scl_fall) begin
                    ack = 1'b1;
                    nextstate = WRITE_ACK;
                end else begin
                    nextstate = WRITE;
                end
            end
            WRITE_ACK: begin
                if (scl_fall) begin
                    piso_spit = 1'b1;
                    wr_up = 1'b1;
                    nextstate = WRITE_PRELD;
                end else begin
                    ack = 1'b1;
                    nextstate = WRITE_ACK;
                end
            end
            WRITE_PRELD: begin
                if (scl_fall) begin
                    piso_spit = 1'b1;
                    wr_up = 1'b1;
                    nextstate = WRITE_SEND;
                end else begin
                    nextstate = WRITE_PRELD;
                end
            end
            WRITE_SEND: begin
                if (scl_fall && ~piso_empty) begin
                    piso_spit = 1'b1;
                    wr_up = 1'b1;
                    nextstate = WRITE_SEND;
                end
                else if (scl_fall && piso_empty) begin
                    nextstate = WRITE_RELEASE;
                end
                else begin
                    nextstate = WRITE_SEND;
                    wr_up = 1'b1;  
                end
            end
            WRITE_RELEASE: begin  
                if (scl_rise && sda_low) begin
                    nextstate = WRITE_PRELD;
                end
                else if (scl_rise && sda_high) begin
                    nextstate = IDLE;
                end
                else begin
                    nextstate = WRITE_RELEASE;
                end
            end
            default: nextstate = IDLE;
        endcase
    end
    always_ff @(posedge clock, negedge reset) begin
        if (~reset)
            state <= IDLE;
        else
            state <= nextstate;
    end
endmodule
module SIPO #(
    parameter SIZE = 8, 
    parameter UNIT = 1
) (
    input  logic [UNIT-1:0] data_in, 
    input  logic            clock, reset, 
    input  logic            clear, load, 
    output logic [SIZE-1:0] out, 
    output logic            full
);
    logic [$clog2(SIZE):0] counter;
    assign full = counter == SIZE;
    always_ff @(posedge clock, negedge reset) begin
        if (~reset) begin
            out <= 'b0;
            counter <= 'b0;
        end
        else begin
            if (clear) begin
                out <= 'b0;
                counter <= 'b0;
            end
            if (load && counter != SIZE) begin
                out <= {out[SIZE-UNIT-1:0], data_in};
                counter <= counter + 'd1;
            end
        end
    end
endmodule: SIPO
module PISO(
    input  logic [7:0] data_in, 
    input  logic            clock, reset, 
    input  logic            spit, load, 
    output logic  out, 
    output logic            empty
);
    logic [3:0] counter, counter_plus_1;
    logic [7:0] register;
    assign empty = counter == 8;
    logic shift;
    assign shift = spit && !empty;
    assign counter_plus_1 = counter + 'd1;
    always_ff @(posedge clock, negedge reset) begin: the_piso
        if (~reset) begin
            register <= 'b0;
            counter <= 'd8;
            out <= 'd0;
        end
        else if (load) begin
            register <= data_in;
            counter <= 'd0;
            out <= 'd0;
        end 
        else if (shift) begin
            register <= {register[6:0], 1'd0};
            counter <= counter_plus_1;
            out <= register[7];
        end
    end
endmodule
module Register #(
    parameter SIZE = 8
) (
    input  logic [SIZE-1:0] in, 
    output logic [SIZE-1:0] out, 
    input  logic            clock, reset, 
    input  logic            enable
);
    always_ff @(posedge clock, negedge reset) begin
        if (~reset)
            out <= 'b0;
        else if (enable) begin
            out <= in;
        end
    end
endmodule
==> flow_summary.yaml <==
# synthesis and place-and-route metrics
synth:
  yosys.area_share.aoi_pct: 18.1
  synth-async-reset-ratio_pct: 100
  flop_cell: "sky130_fd_sc_hd__dfrtp_1"
  yosys-stat-cells: 186
  xor_area_share_pct: 0.396
  synthTopCellsByArea: "sky130_fd_sc_hd__dfrtp_1 51%, sky130_fd_sc_hd__a22o_1 6.7%, sky130_fd_sc_hd__mux2_2 5.6%, sky130_fd_sc_hd__dfstp_2 4.8%, sky130_fd_sc_hd__a21o_2 2.8%"
  simple_logic_cell_fraction_of_the_synthesized_area_pct: 12.0
  synth.yosys.warnings: 4
  synth-edff-count: 0
  yosys_area_sq_um: 2210
  yosysUniqueCellTypes: 45
  ys_seq_share_pct: 55.7
  ys_seq_elements: 49
  top_area_share_pct: 50.9
  postSynthAreaPerCell_sq_um: 11.9
  synth.comb.largest_family: "AND-OR/OR-AND gates"
  yosys.area.top_type: "sky130_fd_sc_hd__dfrtp_1"
  ys_sh_adder_pct: 2.71
  synth.cell_area_sq_um: 2210
  synthMuxAreaShare_pct: 6.73
  netlist_instances: 186
cts:
  clockBufferDepth: 2
  clkLatencyLatePin_ns: 0.30
  hold_buffers: 0
  clock_tree_from_tritoncts: "done"
  clock_sink_count: 49
  htree_num_levels: 2
  clock_buffers_created_by_tritoncts: 5
  post_cts_resize_count: 0
  clk_transition_reported_paths_ns: 0.09
  clock_root_buffer: "sky130_fd_sc_hd__clkbuf_8"
  post_cts.repair.setup_buffers: 0
power:
  power.sequential.fraction_pct: 55.1
  power.internal_uw: 786
  power.leakage_nw: 1.23
  p_per_area_nw_per_um2: 420
  power.switching_fraction_pct: 29.0
  power.ir.vdd_worst_mv: 0.179
  combinationalPowerShare_pct: 22.0
  switching_power_uw: 322
  power.share.clock_pct: 22.8
  power.total_mw: 1.11
setup_path:
  worst_setup_path_end_kind: "output port"
  worstPathMaxFanout: 9
  setup.worst_path.class: "input port to output port"
  worst_setup_path_start_kind: "input port"
  worst-r2r-cell-count: 8
  cp.arrival_ns: 2.81
  crit_required_ns: 3.60
layout:
  flow.area_growth_from_synthesis_pct: 19.3
  post_route_cells_drive_above_1_share_pct: 20.1
  finalNonFillerCells: 310
global_route:
  grt_pass1_vias: 1560
  groute.usage.overall_pct: 12.3
  grt_max_degree: 50
  antenna_found_initial: 0
  grt_overflow_total: 0
  grt_first_pass_wirelength_um: 7400
final_timing:
  finalWorstSetupSlack_ns: 0.786
  maxSlewViolCount: 0
  worst_slew_margin_rel_pct: 59.3
  grt_setup_unrepaired: "no"
  final_min_period_over_clock_period_pct: 82.5
  report.final.hold_viol_count: 0
  setup-violations-final: 0
  skew_ns: 0.00757
  max_freq_mhz: 269
  setup_tns_ns: 0
  timing_worst_slew_pin_value_ns: 0.610
  holdWs_ns: 0.488
  layout_min_cycle_time_ns: 3.71
floorplanning:
  design.portCount: 25
  die-area_sq_um: 7720
  die-width_um: 87.9
  placementRows: 30
  initCoreUtil_pct: 31.9
  core_region_area_sq_um: 6940
  die_y_um: 87.9
flow_run:
  tool_warnings: 27
  max_cap_viol_count: 0
outcome:
  status: "finished clean"
route:
  detail_route.antenna_diodes: 0
  wire_per_inst_um: 13.2
  drt-initial-drc-count: 57
  ant_nets: 0
  detail_route.vias_per_cell: 4.84
  routed-via-count: 1499
  route.final.wire_length_um: 4080
  drc: 0
  first_pass_iters: 4
place:
  post-place-cells: 302
  port_buffers: 24
  dp_hpwl_um: 2720
  post-place-ws_ns: 0.788
  gp_congestion: 0.812
worst_hold_path:
  timing.hold.worst_path_depth: 1
  path_category_of_the_worst_min_delay_check: "flip-flop to flip-flop"
==> sequential cells by signal, indices dropped and copies added (netlist names), named ones only <==
register	count
scl_state	1
sda_state	1
the_sipo.counter	4
stop_state	1
the_sipo.out	8
the_piso.register	8
the_piso.counter	4
start_state	1
the_piso.out	1
the_reg.out	8
state	11
==> Yosys cell counts (3+ instances only) <==
cell,instances
sky130_fd_sc_hd__nor3_1,4
sky130_fd_sc_hd__dfstp_2,4
sky130_fd_sc_hd__a31oi_1,3
sky130_fd_sc_hd__mux2_2,11
sky130_fd_sc_hd__a22o_1,17
sky130_fd_sc_hd__nand2_1,13
sky130_fd_sc_hd__nand3b_1,3
sky130_fd_sc_hd__dfrtp_1,45
sky130_fd_sc_hd__nor2b_1,3
sky130_fd_sc_hd__a21o_2,7
sky130_fd_sc_hd__and3b_1,3
sky130_fd_sc_hd__a21oi_1,6
sky130_fd_sc_hd__buf_2,6
sky130_fd_sc_hd__o21ai_0,3
sky130_fd_sc_hd__nand3_1,4
sky130_fd_sc_hd__inv_1,12
sky130_fd_sc_hd__ha_1,4
sky130_fd_sc_hd__nor2_1,4
sky130_fd_sc_hd__o22ai_1,5
==> routing by layer <==
metal  track usage, %  up-vias  wire (um)
met5                0        -          0
met3             2.10        4        178
met1             21.0      734       2190
met4             1.34        0         34
met2             17.3       32       1680
li1                 -      729          -
==> worst max-delay path, cell delays in order <==
cell                              delay, ns
sky130_fd_sc_hd__clkdlybuf4s50_1       0.43
sky130_fd_sc_hd__nor2b_1               0.44
sky130_fd_sc_hd__and3_2                0.42
sky130_fd_sc_hd__nand3b_1              0.16
sky130_fd_sc_hd__nor3_1                0.06
sky130_fd_sc_hd__clkdlybuf4s50_1       0.39
==> layout by cell type, fill, tap and decap left out, drive strengths merged, types with 3 or more instances in the layout <==
cell type / n
dfrtp: 45
clkdlybuf4s50: 23
a22o: 19
nand2: 13
inv: 13
mux2: 12
a21o: 8
a21oi: 6
clkbuf: 6
buf: 6
nor3: 6
o22ai: 5
nor2: 5
nand3: 4
ha: 4
dfstp: 4
nor2b: 3
nand3b: 3
o21ai: 3
and3b: 3
a31oi: 3
==> final cells by class <==
class | count | area, sq um
multi-input cells | 116 | 883
clock buffers | 6 | 72.6
repair buffers | 29 | 273
inverters | 12 | 45.0
flip-flops and latches | 49 | 1230
well taps | 96 | 120
fillers | 685 | 4310
clock inverters | 2 | 13.8
==> cells by family after synthesis <==
group                      count (synthesis)
AOI/OAI and AO/OA                         52
DFF                                       49
and+or+nand+nor                           45
buffers and inverters                     21
muxes                                     13
adders and majority gates                  5
xor gates and xnor gates                   1
==> power by group through the flow <==
| stage | Clock, mW | Combinational (mW) | Sequential, mW |
|---|---|---|---|
| 5_1_grt | 0.285 | 0.272 | 0.622 |
| 6_report | 0.253 | 0.244 | 0.611 |
| 4_1_cts | 0.265 | 0.248 | 0.610 |
==> final timing paths <==
kind | start | endpoint | slack [ns]
setup / recovery | SCL | SDA_out | 0.79
hold / removal | the_piso.register[4] | the_piso.register[4] | 0.49
setup reg to reg | the_sipo.counter[0] | the_sipo.counter[2] | 2.46
hold reg to reg | the_piso.register[4] | the_piso.register[4] | 0.49
max in group asynchronous | reset | stop_state | 3.40
min in group asynchronous | reset | start_state | 0.70
==> metrics by stage <==
stage | instance area (sq um) | utilization (%)
final | 2640 | 38.0
after global routing | 2640 | 38.0
after CTS | 2640 | 38.0
after detailed placement | 2550 | 36.8
after global placement | 2550 | 36.8
after floorplan | 2210 | -
Power figures rest on the tool's default switching activity, not on a simulated workload.
